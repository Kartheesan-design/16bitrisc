$ cat design/flow/config.mk
export PLATFORM = sky130hd
export DESIGN_NAME = reg_file
export DESIGN_NICKNAME = reg_file
export VERILOG_FILES = /design/flow/design.v
export SDC_FILE = /design/flow/constraint.sdc
export NUM_CORES = 4
export LEC_CHECK = 1
export CORE_UTILIZATION = 40
$ cat design/flow/constraint.sdc
current_design reg_file

set clk_period 2.7
set clk_io_pct 0.2

create_clock -name clk0 -period $clk_period [get_ports {I_clk}]

set non_clock_inputs [all_inputs -no_clocks]
set_input_delay [expr $clk_period * $clk_io_pct] -clock clk0 $non_clock_inputs
set_output_delay [expr $clk_period * $clk_io_pct] -clock clk0 [all_outputs]
$ cat design/flow/design.v
`timescale 1ns / 1ps
module reg_file(
    input I_clk,
    input I_en,
    input I_we,
    input [3:0]I_selA,
    input [3:0]I_selB,
    input [3:0]I_selD,
    input [3:0]I_dataD,
    output reg [15:0]O_dataA,
    output reg [15:0]O_dataB
    );
    reg [15:0] regs [7:0];
    integer count;
    initial begin
        O_dataA = 0;
        O_dataB = 0;
        for(count = 0;count < 8;count = count +1)begin
            regs[count] <= 0;
        end
     end
     always@(negedge I_clk)begin
        if(I_en)begin
            if(I_we)begin
                regs[I_selD] <= I_dataD;
                O_dataA <= regs[I_selA];
                O_dataB <= regs[I_selB];
             end
         end
      end
endmodule
$ cat design/flow/run.sh
#!/bin/bash
# OpenROAD 26Q1-2900-gdf79404cd8, Yosys 0.63+post, stock flow scripts
make -C /OpenROAD-flow-scripts/flow DESIGN_CONFIG=/design/flow/config.mk WORK_HOME=/design/flow/orfs finish
==> ds_physical_params.txt <==
Implementation parameters

Parameter                              Value

Setup path
  Critical Path Sink Type .................. output pin
  Worst path cell trace .................. buf_2
  Startpoint Class .................. flop
  Worst stage delay on the critical path .................. approximately 0.36 ns
  Critical Path Slowest Stage Cell .................. edfxtp_1
  Kind of critical path .................. flop to output pin
  CP top delay family .................. flip-flops
  Worst flop-to-flop path endpoint .................. O_dataB[2]
  Number of gates on the worst path with buffers counted .................. 1
  Maximum fanout encountered on the critical timing path .................. 1
  Endpoint required time on the critical path .................. 2.16 ns
  Reg-to-reg slack, setup .................. between 1 and 1.5 ns
  Reg-to-Reg Start .................. regs[5][2]
  Depth of the most critical reg-to-reg path .................. 2
  Count of buffer and inverter cells on the critical path .................. 1
  Arrival time worst endpoint .................. about 2.2 ns

STA
  RSZ-0062 raised after global routing .................. yes
  Post-Route Skew .................. slightly below 0.01 ns
  Hold Worst Slack .................. 0.791 ns
  Final tally of hold violations .................. 0
  Slew Viols, Final .................. 0
  Final setup violating endpoints .................. 4
  Final setup slack of the worst path .................. -0.0286 ns

Drt
  Number of design-rule violations left by the first detailed-router iteration .................. 34
  Routed Wire Length .................. 3270 µm
  Routed length per instance .................. ~13 µm
  Number of antenna cells inserted .................. 0
  Antenna-violating nets left .................. 0
  Via count normalized by instance count .................. approximately 4.4
  Pre-Repair DR Iteration Count .................. 4
  Vias .................. 1099
  Number of remaining DRC errors .................. 0

Synth
  Commonest register cell after synthesis .................. edfxtp_1
  Area fraction in xor and xnor cells .................. 0%
  Async set or reset register ratio after synthesis .................. 0%
  Register area share after synthesis .................. 60.2%
  EDFF count, synth .................. 40
  Mux share of post-synthesis cell area .................. between 20% and 30%
  Mapped Area .................. about 0.002 mm²
  Total cells reported by yosys after synthesis .................. 108
  Area fraction in compound gates .................. 0%
  Yosys warning tally .................. 1
  Mean area per synthesized cell .................. roughly 18 µm²
  Biggest area cells .................. edfxtp_1 (60%), mux4_1 (21%), buf_4 (9.0%)
  Total of flip-flops plus latches after synthesis .................. around 40
  Top cell type by instance count after synthesis .................. edfxtp_1
  Top cells by instance count after synthesis .................. edfxtp_1 (40), buf_4 (24), mux4_1 (16)
  Unique masters post-synth .................. 15
  Most area-hungry cell type in the Yosys netlist .................. edfxtp_1
  Share of the synthesized area in the top cell type .................. approximately 60%
  Fraction of the mapped netlist area in simple logic gates .................. roughly 3.4%
  Synth Instances .................. about 110
  Fraction of the mapped netlist area in adder cells .................. 0%
  Dominant comb cell .................. multiplexers
  Synthesis area per yosys .................. 0.00200 mm²

Placement
  Detailed Place HPWL .................. between 2000 and 2500 µm
  Buffers on Ports .................. 23
  Placed inst area .................. between 0.002 and 0.0025 mm²
  Pre-CTS setup slack .................. -0.898 ns
  GPL Wtd Cong .................. just over 0.8

Global routing
  Antenna violations before repair .................. 0
  Vias in the first global route .................. between 1000 and 1500
  Gr usage total .................. approximately 15%
  Maximum number of pins on one net before global-route repair .................. 13
  Wire length of the first global-routing pass .................. between 5000 and 6000 µm
  Remaining global-route overflow .................. 0

Hold path
  WHS Endpoint .................. O_dataA[3]
  Hold path cells .................. 2
  Classification of the worst-slack hold path .................. flop to flop
  Hold Crit Start .................. regs[7][3]

Floorplanning
  Die width .................. around 73 µm
  Core area .................. about 0.0048 mm²
  Y dimension of the die .................. slightly above 70 µm
  Placement Rows .................. 25
  Chip area .................. between 0.005 and 0.006 mm²
  I/O pin cnt .................. approximately 51
  Fraction of the core area occupied by cells at floorplan .................. roughly two fifths

Final layout
  Layout overhead on the synthesized area .................. 23.9%
  Cell area after layout .................. between 0.002 and 0.0025 mm²
  Utilization of the core after routing .................. between 50% and 60%
  Filler cell count in the final layout .................. 406
  Share of final-layout standard cells stronger than drive strength 1 .................. between 30% and 40%

Clock network
  Clock root buffer .................. clkbuf_8
  Post-CTS Setup Inserts .................. 0
  H-tree levels .................. 2
  TritonCTS clock tree .................. done
  Clock insertion delay at the later pin of the skew report .................. roughly 0.35 ns
  Number of buffers inserted during clock tree synthesis .................. 5
  Worst-case clock buffer depth .................. 2
  Clock sinks .................. ~40
  Hold bufs inserted after CTS .................. 0
  Clock edge transition at the registers on the reported setup and hold paths .................. ~0.030 ns

Job
  Tally of max-capacitance violations .................. 0
  Number of logged tool warnings .................. ~71

Power and ir drop
  Worst-case vdd ir drop .................. 0.350 mV
  Total Power .................. between 1 and 1.5 mW
  Power density over the cells .................. approximately 580 mW/mm²
  Leakage power .................. ~1.1 nW

Status
  Result of the run .................. finished, violations left
  Failing checks .................. negative setup slack
==> worst max-delay path by stage <==
| stage | startpoint | endpoint |
|---|---|---|
| after global routing | O_dataA[3] | O_dataA[3] |
| final | O_dataA[3] | O_dataA[3] |
| after CTS | O_dataA[3] | O_dataA[3] |
==> kinds of logic (layout without fill, tap and decap cells) <==
kind of cell  Yosys count  in the layout
simple gates           14             14
other cells             1             24
mux                    24             24
buf+inv                29             81
flops                  40             40
==> worst reg2reg max path: cells and delay by family (launching register included) <==
family  cells  cell delay, ns
flops       1            0.37
mux         2            0.77
==> stage by stage <==
step | setup TNS (ns) | std cells
floorplan | -2.32 | 131
global placement | -23.02 | 206
detailed placement | -24.90 | 206
CTS | -0.155 | 250
global route | -0.357 | 250
finish | -0.0386 | 250
==> sequential cells by signal, indices dropped and copies added (netlist names) <==
signal   flops
O_dataB      4
O_dataA      4
regs        32
==> cell usage in the layout (no fill, tap or decap) <==
cell type / Yosys / routed
clkdlybuf4s15_2: 0 / 2
mux2_4: 0 / 3
mux2_2: 8 / 5
inv_4: 0 / 2
and2_1: 1 / 1
buf_2: 0 / 8
nand3_2: 0 / 1
nand2b_1: 2 / 2
clkdlybuf4s50_1: 0 / 4
buf_4: 24 / 8
nor3_2: 0 / 2
edfxtp_1: 40 / 40
mux4_2: 0 / 16
conb_1: 1 / 24
dlygate4sd2_1: 0 / 7
nor2_1: 6 / 6
clkbuf_8: 0 / 5
inv_1: 1 / 40
buf_12: 0 / 5
nand2_1: 1 / 1
nand3b_1: 1 / 1
==> metal layers <==
layer | GRT usage [%] | part of all wire, %
met5 | 0 | 0
met2 | 20.8 | 49
met1 | 20.6 | 42
met4 | 6.75 | 1.9
met3 | 6.44 | 6.4
==> final cells by class <==
| type | count | area (µm²) | area share [%] |
|---|---|---|---|
| clock buffer | 5 | 68.8 | 2.78 |
| timing repair buffer | 34 | 324 | 13.1 |
| multi-input combinational | 62 | 634 | 25.6 |
| tap | 67 | 83.8 | 3.39 |
| clock inverter | 42 | 163 | 6.57 |
| sequential | 40 | 1200 | 48.5 |
==> report_power, final <==
part           switching, mW  internal [mW]  total [mW]
combinational         0.0442         0.0729       0.117
clock                  0.345          0.255       0.600
sequential           0.00526          0.707       0.712
==> what timing repair did <==
| item | 4_1_cts | 5_1_grt |
|---|---|---|
| pin swaps | 2 | 0 |
| resized | 55 | 0 |
| endpoints found under the setup margin | 48 | 9 |
Power figures rest on the tool's default switching activity, not on a simulated workload.
