==> flow/design.v <==
`timescale 1ns / 1ps
module fake_ram(
    input I_clk,
    input I_we,
    input [15:0]I_addr,
    input [15:0]I_data,
    output reg [15:0]O_data
    );
    reg [15:0] mem[8:0]; 
    initial begin
        mem[0] = 16'b1000000011111110;
        mem[1] = 16'b1000100111101101;
        mem[2] = 16'b0010001000100000;
        mem[3] = 16'b1000001100000001;
        mem[4] = 16'b1000010000000001;
        mem[5] = 16'b0000001101110000;
        mem[6] = 16'b1100000000000101;
        mem[7] = 0;
        mem[8] = 0;
        O_data = 16'b0000000000000000;
    end
    always@(negedge I_clk)begin
        if(I_we)begin
            mem[I_addr[15:0]] <= I_data;
         end
        O_data <= mem[I_addr[15:0]];
     end    
endmodule
==> flow/run.sh <==
#!/bin/bash
# OpenROAD 26Q1-2900-gdf79404cd8, Yosys 0.63+post, stock flow scripts
make -C /OpenROAD-flow-scripts/flow DESIGN_CONFIG=/design/flow/config.mk WORK_HOME=/design/flow/orfs finish
==> flow/config.mk <==
export PLATFORM = sky130hd
export DESIGN_NAME = fake_ram
export DESIGN_NICKNAME = fake_ram
export VERILOG_FILES = /design/flow/design.v
export SDC_FILE = /design/flow/constraint.sdc
export NUM_CORES = 4
export LEC_CHECK = 1
export CORE_UTILIZATION = 50
==> flow/constraint.sdc <==
current_design fake_ram

set clk_period 3.5
set clk_io_pct 0.2

create_clock -name clk0 -period $clk_period [get_ports {I_clk}]

set non_clock_inputs [all_inputs -no_clocks]
set_input_delay [expr $clk_period * $clk_io_pct] -clock clk0 $non_clock_inputs
set_output_delay [expr $clk_period * $clk_io_pct] -clock clk0 [all_outputs]
==> CHANGELOG.md <==
### Physical design

- Actual slew at the worst max-slew pin: 0.3238 ns
- Vias: between 3,000 and 4,000
- Final Power: approximately 4.8 mW
- Count of tool warnings: between 150 and 200
- Flops out of synthesis: between 150 and 200
- Diode count: 0
- Hold slack: about 0.44 ns
- Post-synth seq share: 76.68%
- Crit path launch: I_addr[2]
- Final Hold Viols: 0
- Clock transition at path regs: 0.04 ns
- Logic area: roughly 1400 sq um
- Sw Share: 25.99%
- CTS Sinks: roughly 160
- Result of the run: complete, no violations
- Yosys synthesis warning count: 1
- Vias per std cell: 5.038
- Worst reg2reg setup slack: 2.46 ns
- I/O pins: about 50
- Synth Area per Inst: between 15 and 20 sq um
- Synth cell types: 22
- Clock Skew: between 0.01 and 0.015 ns
- Chip area line of the yosys report: 6057 sq um
- Maximum vdd ir drop: just under 0.6 mV
- Arrival time worst endpoint: 1.87 ns
- Critical Path RT: around 1.9 ns
- Area Growth Syn to Fin: 36.91%
- Reg-to-Reg End: O_data[15]
- Crit Path Max Fanout: 8
- P_sw: between 1 and 1.5 mW
- Yosys cell count: approximately 330
- H-Tree Depth: 4
- Vias in the first global route: between 4,000 and 5,000
- CTS Buffer Depth: 2
- Startpoint types: primary input
- Initial DRC Count: approximately 160
- Crit path capture type: flop
- Max-cap violation count: 0
- Half-perimeter wire length after placement: around 7500 um
- Antenna Nets Post-Route: 0
- Largest net degree at the start of global routing: 17
- Synth area leaders: edfxtp_1, mux2_2, dfxtp_1, mux2i_1, o31ai_2
- Fp_density: between 50% and 60%
- Core ar.: ~12,000 sq um
- Crit Path Class: in -> reg
- First-pass DRT Iterations: 15
- # fillers: 731
- Class of the worst hold path: reg -> reg
- Chip Area: roughly 13,000 sq um
- GPL Wtd Cong: 0.7890
- Cell taking the most area after synthesis: edfxtp_1
- Comb power frac: 5.6%
- P_int: 3.556 mW
- Clock power frac: between 40% and 50%
- Share of post-route cells with drive strength above 1: about a quarter
- Die width: 112.1 um
- Total GRT Usage: a little under a quarter
- IO Port Bufs: 37
- Leak: about 3.6 nW
- Worst r2r src: mem[7][15]
- Pins Over Slew Limit: 0
- Total grt overflow: 0
- Relative slew slack: 78.35%
- Clk latency late pin: around 0.45 ns
- Core Rows: 39
- Initial antenna violation count: 0
- Sequential share of power: roughly 45%
- Post-synth top area share: between 70% and 80%
- CTS tree: yes
- RSZ-0062 raised after global routing: no
- CTS root buffer: clkbuf_16
- Die H: around 110 um
- FF-to-FF path depth: 3
- Post-Route WL: approximately 12,000 um
- Setup crit end: mem[0][11]
- Inserted Clock Buffers: 17
- Syn Inst Count: 327
- Wire length per cell: approximately 16 um
- Synth Cell Area: 6057 sq um
- Pwr/cell area: ~580 nW/um^2
- Setup Viol. Count Final: 0
- First-pass GRT wire length: 19,250 um
- Register Area: roughly 4600 sq um
- Drt drc: 0
kinds of logic (layout without fill, tap and decap cells):
kind of cell	count (synthesis)	after routing	synth area share, %
AOI/OAI and AO/OA	48	48	7.189
DFF	160	160	76.68
buffers and inverters	18	283	2.127
and+or+nand+nor	37	37	2.768
muxes	64	64	11.24
cells in the final DEF (no fill, tap or decap), types with 3 or more instances in the layout:
| cell | count |
|---|---|
| inv_1 | 163 |
| edfxtp_1 | 144 |
| buf_4 | 45 |
| mux2_2 | 32 |
| mux2i_1 | 32 |
| nand2_1 | 19 |
| dlygate4sd2_1 | 19 |
| clkbuf_16 | 17 |
| o22ai_1 | 16 |
| a22o_1 | 16 |
| clkdlybuf4s50_1 | 16 |
| o31ai_2 | 15 |
| dfxtp_1 | 14 |
| buf_12 | 12 |
| nor2_4 | 6 |
| nand2b_1 | 3 |
registers in the layout, indices dropped and copies added (netlist names):
signal  cells
O_data     16
mem       144
layer usage:
| layer | wire, um | global-route usage [%] | up-vias |
|---|---|---|---|
| met5 | 0 | 0 | - |
| met3 | 1300 | 15.08 | 13 |
| met4 | 136 | 7.733 | 0 |
| met1 | 5206 | 35.32 | 1737 |
| met2 | 5478 | 29.86 | 143 |
| li1 | - | - | 1810 |
critical path: stages:
cell	delay, ns
dlygate4sd2_1	0.24
or3b_4	0.43
nor3_4	0.18
bufbuf_16	0.31
area by class of cell:
| type | instances | area share [%] |
|---|---|---|
| flip-flops and latches | 160 | 56.04 |
| multi-input cells | 149 | 16.60 |
| repair buffers | 95 | 11.50 |
| clock inverters | 171 | 8.585 |
| clock buffers | 17 | 5.130 |
| well taps | 143 | 2.158 |
through the flow:
step	std cells	setup TNS [ns]	utilization [%]	area, sq um	worst slack [ns]
floorplan	327	-33.12	-	6196	-0.4202
global placement	545	-80.69	61.28	7117	-0.6211
detailed placement	545	-79.92	61.28	7117	-0.6203
CTS	735	0	71.41	8293	0.03715
global route	735	0	71.41	8293	0.006816
finish	735	0	71.41	8293	0.03229
worst min path at each step:
stage,startpoint,cells after the start,end
finish,mem[8][6],2,O_data[6]
global route,mem[8][6],2,O_data[6]
CTS,mem[8][9],2,O_data[9]
power groups by stage:
stage	Clock, mW	Sequential, mW	Combinational, mW
after CTS	2.47	2.16	0.272
after global routing	2.67	2.16	0.291
final	2.37	2.16	0.269
timing repair:
action | CTS | global route
setup endpoints to repair | 148 | 0
resized | 22 | 0
buffers inserted | 2 | 0
hold buffers | 0 | 0
Yosys cell counts:
cell and instances:
mux2_2 32, edfxtp_1 144, nor2b_1 2, o31ai_2 15
nand2_1 19, or3b_2 1, buf_2 4, nor4_1 1
inv_1 1, buf_8 1, buf_6 5, nor2_1 7
buf_4 2, dfxtp_1 16, nand2b_1 4, o22ai_1 16
nor3_1 2, o31ai_1 1, mux2i_1 32, a22o_1 16
clkbuf_1 5, nand3b_1 1
Power figures rest on the tool's default switching activity, not on a simulated workload.
