## design/flow/design.v

```verilog
`timescale 1ns / 1ps
module inst_dec(
    input I_clk,
    input I_en,
    input [15:0] I_inst,
    output reg [4:0]O_aluop,
    output reg [3:0] O_selA,
    output reg [3:0] O_selB,
    output reg [3:0] O_selD,
    output reg [15:0] O_imm,
    output reg       O_regwe 
    );
    initial begin
        O_aluop <= 0;
        O_selA  <= 0;
        O_selB  <= 0;
        O_selD <= 0;
        O_imm  <= 0;
        O_regwe <= 0;
    end
    always@(negedge I_clk) begin
        if(I_en)begin
            O_aluop <= I_inst[15:11];
            O_selA <= I_inst[10:8];
            O_selB <= I_inst[7:5];
            O_selD <= I_inst[4:2];
            O_imm <= I_inst[7:0];
        end
        case(I_inst[15:12])
            4'b0111:O_regwe <= 0;
            4'b1100:O_regwe <= 0;
            4'b1101:O_regwe <= 0;
            default:O_regwe <= 1;
        endcase
    end
endmodule
```

## design/flow/run.sh

```bash
#!/bin/bash
# OpenROAD 26Q1-2900-gdf79404cd8, Yosys 0.63+post, stock flow scripts
make -C /OpenROAD-flow-scripts/flow DESIGN_CONFIG=/design/flow/config.mk WORK_HOME=/design/flow/orfs finish
```

## design/flow/config.mk

```make
export PLATFORM = sky130hd
export DESIGN_NAME = inst_dec
export DESIGN_NICKNAME = inst_dec
export VERILOG_FILES = /design/flow/design.v
export SDC_FILE = /design/flow/constraint.sdc
export NUM_CORES = 4
export LEC_CHECK = 1
export CORE_AREA = 10 10 87 87
export DIE_AREA = 0 0 97 97
```

## design/flow/constraint.sdc

```tcl
current_design inst_dec

set clk_period 1.0
set clk_io_pct 0.2

create_clock -name clk0 -period $clk_period [get_ports {I_clk}]

set non_clock_inputs [all_inputs -no_clocks]
set_input_delay [expr $clk_period * $clk_io_pct] -clock clk0 $non_clock_inputs
set_output_delay [expr $clk_period * $clk_io_pct] -clock clk0 [all_outputs]
```

==> reports/results.ini <==
[logic_synthesis]
yosysTopAreaCellShare_pct = 72.7
synth.yosys.chip_area_um2 = 661
post-synth-top-area-cell = sky130_fd_sc_hd__edfxtp_1
syn-mean-instance-area_um2 = 16.9
netlist_area_pre_place_um2 = 661
synthCells = 39
yosysCellCount = 39
synth.distinct_cells = 8
yosysSeqAreaShare_pct = 75.8
yosysWarningCount = 1
synth.area.top_cells = sky130_fd_sc_hd__edfxtp_1, sky130_fd_sc_hd__buf_4, sky130_fd_sc_hd__dfxtp_1
postSynthRegisterBits = 17

[route]
top_signal_layer_used = met4
detailroute.wirelength.met3_um = 676
route.detailed.vias_per_inst = 2.77
drt-initial-drc-count = 4
first_pass_iters = 4
met1Wirelength_um = 736
vias = 471
overall_routed_net_length_um = 1910
drc = 0
route.antenna.remaining_nets = 0
avgRoutedWirePerCell_um = 11.2
route.met2.wl_um = 491

[sta]
setup_violations = 24
rsz0062_at_grt = true
final_critical_path_setup_slack_ps = -618
hold_violations = 0
final.hold.worst_slack_ps = 673
slew_viol_final = 0

[pwr]
total_power_w = 0.00177
pwr_density_cell_nw_per_um2 = 1600
total_leakage_power_nw = 0.544
power.ir.vdd_worst_uv = 804

[worst_setup_path]
critical_path_required_ps = 800
timing.critical_path.arrival_ps = 1420
critical_path.max_fanout = 2
crit_type = flip-flop to output pin
worst_setup_path_start_kind = flip-flop
end_kind = output pin

[die]
placement_rows = 27
chipHeight_um = 97
floorplan.die_area_um2 = 9410
core_um2 = 5640
initial_standard_cell_utilization_of_the_core_pct = 11.7
io_pins = 52
chipWidth_um = 97

[clocking]
cts_buffers = 3
cts_tree = done
clock_sink_count = 17
ctsLongestPathBuffers = 2
ctsHtreeMaxLevel = 1
cts_hold_buf = 0
cts_root_buf = sky130_fd_sc_hd__clkbuf_8
clock_slew_at_the_register_clock_pins_of_the_worst_setup_and_hold_paths_ps = 30

[cells_and_area]
area.growth.synth_to_final_pct = 67.2
layout_top_cell = sky130_fd_sc_hd__buf_2
drive_above_1_share_pct = 33.3
layoutNonFillerInstCount = 170
mostFrequentLayoutCells = sky130_fd_sc_hd__buf_2, sky130_fd_sc_hd__inv_1, sky130_fd_sc_hd__edfxtp_1, sky130_fd_sc_hd__dlygate4sd2_1, sky130_fd_sc_hd__conb_1

[place]
dp_hpwl_um = 1510
buffer_ports.inserted = 40
placedCellCount = 146
place.gp.congestion = 0.799

[global_route]
grt_max_degree = 10
grt_util_all_layers_pct = 3.85
antenna_found_initial = 2
globalRoute.totalOverflow = 0
vias_in_the_first_global_route = 574
grt_first_pass_wirelength_um = 2830

[flow_run]
timing.max_cap.violations = 0
warning_count = 45

[run_status]
run_status = complete, but fails checks
violations = negative setup slack

[min_path]
holdCritPathClass = input pin to flip-flop

power breakdown:
group / leakage, nW / switching, W / internal [W]
Combinational: 0.261 / 0.0000570 / 0.000111
Sequential: 0.165 / 0.0000139 / 0.000846
Clock: 0.117 / 0.000379 / 0.000362
Total: 0.544 / 0.000450 / 0.00132
final timing paths:
kind	end	depth (start not counted)	slack [ps]	startpoint
setup / recovery	O_imm[2]	2	-620	O_imm[2]$_DFFE_NP_
hold / removal	O_selA[2]$_DFFE_NP_	1	670	I_inst[10]
flip-flops by register name, summed over array words and instances, names as in the netlist:
name,cells
O_selA,3
O_aluop,5
O_imm,8
O_regwe,1
Yosys cell counts:
cell type,count
sky130_fd_sc_hd__inv_1,1
sky130_fd_sc_hd__edfxtp_1,16
sky130_fd_sc_hd__and3b_1,1
sky130_fd_sc_hd__o21ai_2,1
sky130_fd_sc_hd__and2b_1,1
sky130_fd_sc_hd__dfxtp_1,1
sky130_fd_sc_hd__buf_4,17
sky130_fd_sc_hd__conb_1,1
cells by family after synthesis:
group           Yosys count  share of synthesized area, %
compound gates            1                          1.33
buf+inv                  18                          19.9
flops                    17                          75.8
simple gates              2                          2.46
other cells               1                         0.568
metal layers:
layer  GRT usage [%]  up-vias
li1                -      222
met1            3.55      194
met2            3.12       53
met3            7.59        2
met4            1.13        0
met5               0        -
layout make-up:
type                            count  area, um2
Fill cell                         626       4540
Sequential cell                    17        500
Timing Repair Buffer               44        334
Tap cell                           72       90.1
Clock inverter                     18       67.6
Multi-Input combinational cell     14       66.3
Clock buffer                        3       41.3
Antenna cell                        2       5.00
through the flow:
stage	setup slack, ps	area, um2	utilization, %	setup TNS (ps)
floorplan	-154	698	-	-1150
global placement	-665	1090	19.3	-28480
detailed placement	-667	1090	19.3	-28630
CTS	-632	1090	19.3	-11700
global route	-688	1100	19.5	-12720
finish	-618	1100	19.6	-11420
repair_timing:
item                       4_1_cts  5_1_grt
gates resized                   99        2
pin swaps                        1        0
setup buffers                    1        0
setup endpoints to repair       56       23
gates cloned                     1        0
critical path, cell delays in order (launching register included):
cell and delay [ps]:
sky130_fd_sc_hd__edfxtp_1 380, sky130_fd_sc_hd__buf_6 130, sky130_fd_sc_hd__buf_6 100
No activity file was given, so power comes from the tool's default toggle rates.
